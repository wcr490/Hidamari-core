==> design/flow/design.v <==
module dff_delay_set #(
    parameter DATA_WIDTH = 32
) (
    input   wire                                                clk,
    input   wire                                                rst,
    input   wire                         dff_delay_set_hold_flag_in,
    input   wire[DATA_WIDTH - 1: 0]           dff_delay_set_data_in,
    input   wire[DATA_WIDTH - 1: 0]    dff_delay_set_data_rst_value,
    output  reg[DATA_WIDTH - 1: 0]          dff_delay_set_data_out
);
    always @(posedge clk) begin
        if (rst == 1'b0 || dff_delay_set_hold_flag_in)
            dff_delay_set_data_out <= dff_delay_set_data_rst_value;
        else
            dff_delay_set_data_out <= dff_delay_set_data_in;
    end
endmodule
module instr_decode_delay (
    input wire clk,
    input wire rst,
    input wire idd_jump_flag_in,
    input wire[31: 0] idd_instr_addr_in,
    input wire[31: 0] idd_instr_in,
    input wire[4: 0] idd_write_addr_in,
    input wire[4: 0] idd_reg1_addr_in,
    input wire[4: 0] idd_reg2_addr_in,
    input wire[31: 0] idd_op1_in,
    input wire[31: 0] idd_op2_in,
    input wire[31: 0] idd_jump_op1_in,
    input wire[31: 0] idd_jump_op2_in,
    input wire[31: 0] idd_mem_write_addr_offset_in,
    input wire idd_wen_in,
    output wire[31: 0] idd_instr_addr_out,
    output wire[31: 0] idd_instr_out,
    output wire[4: 0] idd_write_addr_out,
    output wire[4: 0] idd_reg1_addr_out,
    output wire[4: 0] idd_reg2_addr_out,
    output wire[31: 0] idd_op1_out,
    output wire[31: 0] idd_op2_out,
    output wire[31: 0] idd_jump_op1_out,
    output wire[31: 0] idd_jump_op2_out,
    output wire[31: 0] idd_mem_write_addr_offset_out,
    output wire idd_wen_out
);
    dff_delay_set#(.DATA_WIDTH(32)) dff_delay_set_instr_addr(
        .clk(clk), 
        .rst(rst), 
        .dff_delay_set_hold_flag_in(idd_jump_flag_in),
        .dff_delay_set_data_in(idd_instr_addr_in),
        .dff_delay_set_data_rst_value(32'b0),
        .dff_delay_set_data_out(idd_instr_addr_out)
        );
    dff_delay_set#(.DATA_WIDTH(32)) dff_delay_set_instr(
        .clk(clk), 
        .rst(rst), 
        .dff_delay_set_hold_flag_in(idd_jump_flag_in),
        .dff_delay_set_data_in(idd_instr_in),
        .dff_delay_set_data_rst_value(32'h00000013),
        .dff_delay_set_data_out(idd_instr_out)
        );
    dff_delay_set#(.DATA_WIDTH(5)) dff_delay_set_write_addr(
        .clk(clk), 
        .rst(rst), 
        .dff_delay_set_hold_flag_in(idd_jump_flag_in),
        .dff_delay_set_data_in(idd_write_addr_in),
        .dff_delay_set_data_rst_value(5'b0),
        .dff_delay_set_data_out(idd_write_addr_out)
        );
    dff_delay_set#(.DATA_WIDTH(5)) dff_delay_set_reg1_addr(
        .clk(clk), 
        .rst(rst), 
        .dff_delay_set_hold_flag_in(idd_jump_flag_in),
        .dff_delay_set_data_in(idd_reg1_addr_in),
        .dff_delay_set_data_rst_value(5'b0),
        .dff_delay_set_data_out(idd_reg1_addr_out)
        );
    dff_delay_set#(.DATA_WIDTH(5)) dff_delay_set_reg2_addr(
        .clk(clk), 
        .rst(rst), 
        .dff_delay_set_hold_flag_in(idd_jump_flag_in),
        .dff_delay_set_data_in(idd_reg2_addr_in),
        .dff_delay_set_data_rst_value(5'b0),
        .dff_delay_set_data_out(idd_reg2_addr_out)
        );
    dff_delay_set#(.DATA_WIDTH(32)) dff_delay_set_op1(
        .clk(clk), 
        .rst(rst), 
        .dff_delay_set_hold_flag_in(idd_jump_flag_in),
        .dff_delay_set_data_in(idd_op1_in),
        .dff_delay_set_data_rst_value(32'b0),
        .dff_delay_set_data_out(idd_op1_out)
        );
    dff_delay_set#(.DATA_WIDTH(32)) dff_delay_set_op2(
        .clk(clk), 
        .rst(rst), 
        .dff_delay_set_hold_flag_in(idd_jump_flag_in),
        .dff_delay_set_data_in(idd_op2_in),
        .dff_delay_set_data_rst_value(32'b0),
        .dff_delay_set_data_out(idd_op2_out)
        );
    dff_delay_set#(.DATA_WIDTH(32)) dff_delay_set_jump_op1(
        .clk(clk), 
        .rst(rst), 
        .dff_delay_set_hold_flag_in(idd_jump_flag_in),
        .dff_delay_set_data_in(idd_jump_op1_in),
        .dff_delay_set_data_rst_value(32'b0),
        .dff_delay_set_data_out(idd_jump_op1_out)
        );
    dff_delay_set#(.DATA_WIDTH(32)) dff_delay_set_jump_op2(
        .clk(clk), 
        .rst(rst), 
        .dff_delay_set_hold_flag_in(idd_jump_flag_in),
        .dff_delay_set_data_in(idd_jump_op2_in),
        .dff_delay_set_data_rst_value(32'b0),
        .dff_delay_set_data_out(idd_jump_op2_out)
        );
    dff_delay_set#(.DATA_WIDTH(32)) dff_delay_set_mem_write_addr_offset(
        .clk(clk), 
        .rst(rst), 
        .dff_delay_set_hold_flag_in(idd_jump_flag_in),
        .dff_delay_set_data_in(idd_mem_write_addr_offset_in),
        .dff_delay_set_data_rst_value(32'b0),
        .dff_delay_set_data_out(idd_mem_write_addr_offset_out)
        );
    dff_delay_set#(.DATA_WIDTH(1)) dff_delay_set_wen(
        .clk(clk), 
        .rst(rst), 
        .dff_delay_set_hold_flag_in(idd_jump_flag_in),
        .dff_delay_set_data_in(idd_wen_in),
        .dff_delay_set_data_rst_value(1'b0),
        .dff_delay_set_data_out(idd_wen_out)
        );
endmodule
==> design/flow/run.sh <==
#!/bin/bash
# OpenROAD 26Q1-2900-gdf79404cd8, Yosys 0.63+post, stock flow scripts
make -C /OpenROAD-flow-scripts/flow DESIGN_CONFIG=/design/flow/config.mk WORK_HOME=/design/flow/orfs finish
==> design/flow/config.mk <==
export PLATFORM = sky130hd
export DESIGN_NAME = instr_decode_delay
export DESIGN_NICKNAME = instr_decode_delay
export VERILOG_FILES = /design/flow/design.v
export SDC_FILE = /design/flow/constraint.sdc
export NUM_CORES = 4
export LEC_CHECK = 1
export CORE_AREA = 10 10 238 238
export DIE_AREA = 0 0 248 248
==> design/flow/constraint.sdc <==
current_design instr_decode_delay

set clk_period 1.0
set clk_io_pct 0.2

create_clock -name clk0 -period $clk_period [get_ports {clk}]

set non_clock_inputs [all_inputs -no_clocks]
set_input_delay [expr $clk_period * $clk_io_pct] -clock clk0 $non_clock_inputs
set_output_delay [expr $clk_period * $clk_io_pct] -clock clk0 [all_outputs]
==> notes.md <==
impl run done, here's what came out: first-pass GRT wire length 41400 um, max cap viols 0, clock-pin transition on the worst setup and hold timing paths around 0.060 ns, failing checks setup timing, Switch Pwr 0.00486 W, hold_sp idd_jump_flag_in, Routed WL 30200 um, I/O Buffers 482, Worst setup EP type output pin, arrival time worst endpoint 1.08 ns, Via density ~3.3, detailed placement HPWL about 23000 um, clock sinks 240, Ports approximately 480, Hold Path Stages 2, vias in the first global route approximately 6000, root buffer cell clkbuf_16, Hold Vio Cnt, Final 0, CP Cell Sequence buf_6, CTS Buf Count 28, Chip Area 61500 um^2, critical setup path kind flip-flop to output pin, post-DR wirelength/cell 17.4 um, Max-slew headroom 85.6%, Log Warnings 27, peak supply drop 0.00112 V, # rows 83, Cell Int Power 0.0186 W, Slew Limit Fails 0, FF/Latch Area 4900 um^2, grt total ovfl 0, ANT nets after route 0, fp_density 13.9%, Max stage delay on crit path 0.42 ns, Iteration-0 DRC Markers approximately 150, drt pass-1 iters 6, DP Worst Slack -0.368 ns, Worst-Margin Slew 0.215 ns, synth warn 3, status complete, but fails checks, via count 5752, Seq/Total Area, Yosys 67.1%, critical path's slowest cell dfxtp_4, Max Freq ~800 MHz, worst min path class primary input to flip-flop, switch share 20.7%, Yosys chip area 7160 um^2, Syn Std Cell Area 7160 um^2, combinational gate area 2100 um^2, # fillers 5398, Cell Pwr Density 1780 nW/um^2, number of H-tree levels 1, min Tclk post-route ~1.3 ns, CP delay by family, top flip-flops, initial antenna violation count 3, clock share of power 47.8%, crit-path max FO 1, gpl congestion just over 0.8, Total GRT Usage 9.03%, CTS tree done, share of layout cells above drive strength 1 between 30 and 40%, post-synthesis cell count 532, Avg Inst Size Synth 13.5 um^2, Synth Register Bits 240, Setup crit start kind flip-flop, core area between 50000 and 60000 um^2, largest net degree at the start of global routing between 50 and 60, Critical Path RT 0.80 ns, Sequential Power Share 42.9%, unrepaired setup endpoints after global routing true, Setup-failing EPs final 251, P_leak 6.67 nW, Area Growth Syn to Fin 84.3%, Bufs and invs on worst path 1, total power 0.0235 W, combinational power share 9.3%, yosys cell count between 500 and 600, DIE WIDTH around 250 um, Die Height 248 um, Max clock buf depth 3, synth unique cells 5, end point of the worst hold path dff_delay_set_op2.dff_delay_set_data_out[28]$_SDFF_PP0_, Setup WS post-layout -0.279 ns, post-route DRC violation count 0, post-route clock period utilization 128%
-- Yosys cell counts --
cell type,number,share of area [%]
or3b_1,3,0.37
buf_2,45,3.1
clkbuf_1,7,0.37
dfxtp_1,240,67
and3b_1,237,29
-- cell families (layout without fill, tap and decap cells) --
| family | after synthesis | in the layout | synth area share (%) |
|---|---|---|---|
| and+or+nand+nor | 240 | 240 | 29.4 |
| DFF | 240 | 240 | 67.1 |
| other | 0 | 4 | 0 |
| buffers and inverters | 52 | 572 | 3.51 |
-- layout make-up --
type	count	share of cell area (%)
flip-flops and latches	240	37.2
repair buffers	522	32.6
multi-input cells	240	15.9
well taps	680	6.45
clock buffers	38	6.29
clock inverters	12	1.53
diodes	4	0.0759
-- state kept, by name (all words and copies together) (netlist names) --
| signal | cells |
|---|---|
| dff_delay_set_mem_write_addr_offset.dff_delay_set_data_out | 32 |
| dff_delay_set_op2.dff_delay_set_data_out | 32 |
| dff_delay_set_reg1_addr.dff_delay_set_data_out | 5 |
| dff_delay_set_jump_op2.dff_delay_set_data_out | 32 |
| dff_delay_set_instr.dff_delay_set_data_out | 32 |
| dff_delay_set_op1.dff_delay_set_data_out | 32 |
| dff_delay_set_wen.dff_delay_set_data_out | 1 |
| dff_delay_set_jump_op1.dff_delay_set_data_out | 32 |
| dff_delay_set_reg2_addr.dff_delay_set_data_out | 5 |
| dff_delay_set_write_addr.dff_delay_set_data_out | 5 |
| dff_delay_set_instr_addr.dff_delay_set_data_out | 32 |
-- cell usage in the layout (no fill, tap or decap), types with 2 or more instances in the layout --
master and instances:
clkinv_2 2, diode_2 4, bufinv_16 5, clkbuf_8 7, clkbuf_1 2, clkdlybuf4s50_1 240
or3b_1 3, buf_12 15, and3b_1 237, dfxtp_4 6, dfxtp_1 174, clkbuf_16 31
buf_2 219, buf_4 22, clkinvlp_4 2, buf_6 22, inv_6 2, dfxtp_2 60
-- power groups by stage --
stage,Combinational (W),Sequential [W],Clock (W)
4_1_cts,0.00215,0.0101,0.0116
5_1_grt,0.00237,0.0101,0.0120
6_report,0.00218,0.0101,0.0112
-- metal layers --
| layer | track usage [%] | part of all wire, % |
|---|---|---|
| met1 | 11.5 | 40 |
| met2 | 14.5 | 48 |
| met3 | 3.26 | 9.5 |
| met4 | 2.17 | 2.3 |
| met5 | 0 | 0.060 |
-- per-stage QoR --
stage	hold slack (ns)	area [um^2]	setup TNS, ns	std cells	util [%]
2_1_floorplan	0.304	7160	0	532	-
3_3_place_gp	0.552	13000	-4.09	1676	25.3
3_5_place_dp	0.549	13000	-4.02	1676	25.3
4_1_cts	0.0311	13000	-48.55	1727	25.3
5_1_grt	0.0534	13200	-50.09	1734	25.7
6_report	0.0550	13200	-37.54	1736	25.7
-- how the worst max path moves through the flow --
| stage | startpoint | endpoint | slack (ns) | cells past startpoint |
|---|---|---|---|---|
| final | dff_delay_set_op2.dff_delay_set_data_out[19]$_SDFF_PP0_ | idd_op2_out[19] | -0.28 | 1 |
| after global routing | dff_delay_set_op2.dff_delay_set_data_out[26]$_SDFF_PP0_ | idd_op2_out[26] | -0.33 | 1 |
| after CTS | dff_delay_set_op2.dff_delay_set_data_out[26]$_SDFF_PP0_ | idd_op2_out[26] | -0.34 | 1 |
-- timing repair --
item	CTS	global route
hold buffers	1	0
endpoints found under the setup margin	240	255
resized	864	41
gates cloned	0	2
endpoints found under the hold margin	6	0
setup buffers	0	3
Power and IR drop assume default switching activity.
