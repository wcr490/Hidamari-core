**flow/design.v**
```verilog
module dff_delay_keep #(
    parameter DATA_WIDTH = 32
) (
    input   wire                                                clk,
    input   wire                                                rst,
    input   wire                         dff_delay_set_hold_flag_in,
    input   wire[DATA_WIDTH - 1: 0]           dff_delay_set_data_in,
    input   wire[DATA_WIDTH - 1: 0]    dff_delay_set_data_rst_value,
    output  reg[DATA_WIDTH - 1: 0]          dff_delay_set_data_out
);
    reg[DATA_WIDTH - 1: 0] out_reg;
    always @(posedge clk) begin
        if (rst == 1'b0) begin
            out_reg <= dff_delay_set_data_rst_value;
        end
        else if (dff_delay_set_hold_flag_in) begin
        end
        else begin
            out_reg <= dff_delay_set_data_in;
        end
    end
    assign dff_delay_set_data_out = out_reg;
endmodule
```
**flow/run.sh**
```bash
#!/bin/bash
# OpenROAD 26Q1-2900-gdf79404cd8, Yosys 0.63+post, stock flow scripts
make -C /OpenROAD-flow-scripts/flow DESIGN_CONFIG=/design/flow/config.mk WORK_HOME=/design/flow/orfs finish
```
**flow/config.mk**
```make
export PLATFORM = sky130hd
export DESIGN_NAME = dff_delay_keep
export DESIGN_NICKNAME = dff_delay_keep
export VERILOG_FILES = /design/flow/design.v
export SDC_FILE = /design/flow/constraint.sdc
export NUM_CORES = 4
export LEC_CHECK = 1
export CORE_AREA = 10 10 110 110
export DIE_AREA = 0 0 120 120
```
**flow/constraint.sdc**
```tcl
current_design dff_delay_keep

set clk_period 2.1
set clk_io_pct 0.2

create_clock -name clk0 -period $clk_period [get_ports {clk}]

set non_clock_inputs [all_inputs -no_clocks]
set_input_delay [expr $clk_period * $clk_io_pct] -clock clk0 $non_clock_inputs
set_output_delay [expr $clk_period * $clk_io_pct] -clock clk0 [all_outputs]
```
==> insert_results.sql <==
-- implementation run metrics
INSERT INTO impl_metrics (metric_group, metric, value, unit) VALUES
('power', 'powerDensity', '593', 'nW/um2'),
('synthesis', 'largest_area_cell', 'sky130_fd_sc_hd__edfxtp_1', ''),
('detailed_routing', 'drt-wirelength-per-cell', '14.2', 'um'),
('floorplanning', 'die.size.y', '120', 'um'),
('clocking', 'ctsResizeCount', '0', ''),
('placed_design', 'gpl.final_weighted_congestion', '0.739', ''),
('grt', 'grt_start_max_net_pins', '34', ''),
('final_timing', 'final.setup.tns', '0', 'ns'),
('clocking', 'number_of_buffers_between_clock_root_and_the_deepest_sink', '2', ''),
('grt', 'grt_overflow_total', '0', ''),
('final_timing', 'setup_violations', '0', ''),
('floorplanning', 'fp-row-count', '36', ''),
('hold_path', 'timing.hold.worst.class', 'input port to register', ''),
('floorplanning', 'floorplan.initialDensity', '15.4', '%'),
('detailed_routing', 'dr.pass1.iters', '3', ''),
('synthesis', 'avgSynthCellArea', '21.8', 'um2'),
('finish', 'regArea', '961', 'um2'),
('setup_path', 'critical_path_required', '1.68', 'ns'),
('final_timing', 'setup_repair_after_global_routing_missed_its_margin', 'no', ''),
('detailed_routing', 'vias_per_cell', '3.14', ''),
('power', 'p_switching', '0.000296', 'W'),
('power', 'total_leakage_power', '1.02', 'nW'),
('finish', 'stdcell_area', '2700', 'um2'),
('final_timing', 'maxSlewHeadroom', '83.7', '%'),
('final_timing', 'period_used_share', '72.6', '%'),
('synthesis', 'synth-seq-area-share', '63.8', '%'),
('clocking', 'clock_sinks', '32', ''),
('setup_path', 'critical_path_cell_list', 'clkdlybuf4s50_1', ''),
('floorplanning', 'floorplan.core_area', '9770', 'um2'),
('outcome', 'status', 'completed', ''),
('detailed_routing', 'vias', '961', ''),
('power', 'cell_internal_pwr', '0.00130', 'W'),
('finish', 'largest_register_ffs', '32', ''),
('grt', 'grt_antenna_before_repair', '0', ''),
('clocking', 'cts_max_level', '2', ''),
('synthesis', 'ys.flops', '32', ''),
('final_timing', 'timing_max_transition_violations_final', '0', ''),
('setup_path', 'worstPathMaxFanout', '1', ''),
('synthesis', 'ys_area', '1510', 'um2'),
('floorplanning', 'floorplan.io_pins', '99', ''),
('placed_design', 'post_dp_cell_area', '2620', 'um2'),
('synthesis', 'biggest_area_contributors_in_the_synthesized_netlist', 'sky130_fd_sc_hd__edfxtp_1 64%, sky130_fd_sc_hd__mux2_4 29%, sky130_fd_sc_hd__buf_12 4.0%, sky130_fd_sc_hd__mux2_2 2.2%, sky130_fd_sc_hd__buf_6 0.75%', ''),
('finish', 'layout.area.comb', '473', 'um2'),
('setup_path', 'worst_setup_path_start_kind', 'register', ''),
('setup_path', 'worst-path-buf-inv', '1', ''),
('finish', 'mostFrequentLayoutCell', 'sky130_fd_sc_hd__clkdlybuf4s50_1', ''),
('final_timing', 'whs', '0.763', 'ns'),
('clocking', 'reg_clk_slew_reported_paths', '0.06', 'ns'),
('detailed_routing', 'drtAntennaViolNets', '0', ''),
('placed_design', 'post-place-cells', '298', ''),
('clocking', 'cts_post_setup_buffers_inserted', '0', ''),
('clocking', 'clock_tree.root_cell', 'sky130_fd_sc_hd__clkbuf_8', ''),
('setup_path', 'end_kind', 'primary output', ''),
('hold_path', 'hold_path.startpoint', 'rst', ''),
('finish', 'fill_cells', '1015', ''),
('synthesis', 'post-synth-top-area-fraction', '63.8', '%'),
('clocking', 'cts_tree', 'yes', ''),
('hold_path', 'min_path_cells', '3', ''),
('hold_path', 'worst_hold_path.endpoint', 'out_reg[6]$_DFFE_PP_', ''),
('final_timing', 'final-hold-violation-count', '0', ''),
('synthesis', 'syn-instance-count', '69', ''),
('setup_path', 'critical-path-slowest-cell', 'sky130_fd_sc_hd__clkdlybuf4s50_1', ''),
('final_timing', 'fmax', '656', 'MHz'),
('finish', 'area_delta_synth_final', '79.1', '%'),
('power', 'logic_gate_share_of_total_power', '23.0', '%'),
('grt', 'via_count_of_the_first_global_routing_pass', '1112', ''),
('setup_path', 'crit_path_largest_cell_delay', '0.51', 'ns'),
('job', 'log.warning_count', '25', ''),
('synthesis', 'synth.yosys.warnings', '2', ''),
('finish', 'final-instance-count-excl-fill', '306', ''),
('synthesis', 'synth_cell_types', '6', '');
## through the flow
step                      setup slack [ns]  utilization, %  power [W]
after floorplan                      0.319               -   0.000910
after global placement               0.630            26.8    0.00120
final                                0.575            27.6    0.00160
after CTS                            0.536            27.6    0.00164
after detailed placement             0.630            26.8    0.00120
after global routing                 0.512            27.6    0.00169
## worst max-delay path by stage
stage | startpoint | to | slack, ns | cells after the start
global route | out_reg[6]$_DFFE_PP_ | dff_delay_set_data_out[6] | 0.51 | 1
CTS | out_reg[30]$_DFFE_PP_ | dff_delay_set_data_out[30] | 0.54 | 1
finish | out_reg[30]$_DFFE_PP_ | dff_delay_set_data_out[30] | 0.58 | 1
## layout make-up
cell class / instances / area share (%)
clock buffer: 7 / 2.83
clock inverter: 1 / 0.139
multi-input combinational: 33 / 17.5
sequential: 32 / 35.6
tap: 133 / 6.17
timing repair buffer: 100 / 37.7
## power by group through the flow
stage / clock, W / combinational [W] / sequential, W
after CTS: 0.000458 / 0.000380 / 0.000806
after global routing: 0.000488 / 0.000395 / 0.000811
final: 0.000428 / 0.000369 / 0.000804
## synth_stat cells
master / instances
sky130_fd_sc_hd__nand2_1: 1
sky130_fd_sc_hd__mux2_2: 3
sky130_fd_sc_hd__edfxtp_1: 32
sky130_fd_sc_hd__buf_12: 3
sky130_fd_sc_hd__mux2_4: 29
sky130_fd_sc_hd__buf_6: 1
## logic make-up after synthesis
logic type | Yosys count | synth area share, %
DFF | 32 | 63.8
and+or+nand+nor | 1 | 0.249
buffers and inverters | 4 | 4.74
muxes | 32 | 31.2
## layer usage
layer  part of all wire [%]  vias up  global-route usage, %  wire length, um
li1                       -      474                      -                -
met1                     37      428                   6.11             1600
met2                     51       54                   10.1             2220
met3                     12        5                   3.28              507
met4                   0.53        0                  0.528               23
met5                      0        -                      0                0
Power is estimated from default activity; no workload was simulated.
