## run.sh

```bash
#!/bin/bash
# OpenROAD 26Q1-2900-gdf79404cd8, Yosys 0.63+post, stock flow scripts
make -C /OpenROAD-flow-scripts/flow DESIGN_CONFIG=/design/flow/config.mk WORK_HOME=/design/flow/orfs finish
```

## config.mk

```make
export PLATFORM = sky130hd
export DESIGN_NAME = regs
export DESIGN_NICKNAME = regs
export VERILOG_FILES = /design/flow/design.v
export SDC_FILE = /design/flow/constraint.sdc
export NUM_CORES = 4
export LEC_CHECK = 1
export CORE_UTILIZATION = 40
```

## constraint.sdc

```tcl
current_design regs

set clk_period 24.2
set clk_io_pct 0.2

create_clock -name clk0 -period $clk_period [get_ports {clk}]

set non_clock_inputs [all_inputs -no_clocks]
set_input_delay [expr $clk_period * $clk_io_pct] -clock clk0 $non_clock_inputs
set_output_delay [expr $clk_period * $clk_io_pct] -clock clk0 [all_outputs]
```

## design.v

```verilog
module regs(
    input wire clk,
    input wire rst,
    output wire[31: 0] output_reg1,
    output wire[31: 0] output_reg2,
    output wire[31: 0] output_reg3,
    output wire[31: 0] output_reg4,
    output wire[31: 0] output_reg5,
    output wire[31: 0] output_reg6,
    output wire[31: 0] output_reg7,
    output wire[31: 0] output_reg8,
    output wire[31: 0] output_reg9,
    output wire[31: 0] output_reg10,
    input wire regs_wen_in,
    input wire[4: 0] regs_write_addr_in,
    input wire[4: 0] regs_reg1_addr_in,
    input wire[4: 0] regs_reg2_addr_in,
    input wire[31: 0] regs_write_data_in,
    output reg[31: 0] regs_reg1_data_out,
    output reg[31: 0] regs_reg2_data_out
);
    reg[31: 0] registers[0: 31];
    assign output_reg1 = registers[1];
    assign output_reg2 = registers[2];
    assign output_reg3 = registers[3];
    assign output_reg4 = registers[4];
    assign output_reg5 = registers[5];
    assign output_reg6 = registers[6];
    assign output_reg7 = registers[7];
    assign output_reg8 = registers[8];
    assign output_reg9 = registers[9];
    assign output_reg10 = registers[10];
    always @(posedge clk) begin
        if (rst == 1'b0) begin
            integer i;
            for (i = 0; i < 32; i = i + 1) begin
                registers[i] <= 32'b0;
            end
        end
        else begin
            if ((regs_write_addr_in != 5'b0) && (regs_wen_in))
                registers[regs_write_addr_in] <= regs_write_data_in;
        end
    end
    always @(*) begin
        if (regs_reg1_addr_in == 5'b0) 
            regs_reg1_data_out = 32'b0;
        else if ((regs_reg1_addr_in == regs_write_addr_in) && (regs_wen_in))
            regs_reg1_data_out = regs_write_data_in;
        else
            regs_reg1_data_out = registers[regs_reg1_addr_in];
    end
    always @(*) begin
        if (regs_reg2_addr_in == 5'b0) 
            regs_reg2_data_out = 32'b0;
        else if ((regs_reg2_addr_in == regs_write_addr_in) && (regs_wen_in))
            regs_reg2_data_out = regs_write_data_in;
        else
            regs_reg2_data_out = registers[regs_reg2_addr_in];
    end
endmodule
```

==> results.sh <==
# yosys + openroad results
export IMPL_ys_seq_elements=1024
export IMPL_gpl_final_weighted_congestion=0.967
export IMPL_crit_path_frequent_cell="sky130_fd_sc_hd__buf_4"
export IMPL_synth_top_cells_by_count="sky130_fd_sc_hd__edfxtp_1, sky130_fd_sc_hd__and2_1, sky130_fd_sc_hd__mux4_2"
export IMPL_io_pins=434
export IMPL_ant_nets=0
export IMPL_die_x_um=373
export IMPL_clkSinkCount=1024
export IMPL_synth_area_leader_cell="sky130_fd_sc_hd__edfxtp_1"
export IMPL_post_synth_main_area_contributors="sky130_fd_sc_hd__edfxtp_1, sky130_fd_sc_hd__mux4_2, sky130_fd_sc_hd__and2_1"
export IMPL_yosysSeqAreaShare_pct=55.8
export IMPL_number_of_global_route_vias_before_repair=39300
export IMPL_fp_util_pct=40.5
export IMPL_hold_viol_final=0
export IMPL_cp_max_fo=54
export IMPL_run_status="finished, final reports clean"
export IMPL_synth_edff_count=1024
export IMPL_power_density_nw_per_um2=67.5
export IMPL_worst_slew_slack_as_a_fraction_of_its_limit_pct=32.4
export IMPL_setup_total_negative_slack_ns=0
export IMPL_syn_area_per_cell_um2=14.5
export IMPL_post_cts_hold_buffer_count=0
export IMPL_start_kind="primary input"
export IMPL_timing_final_setup_violations=0
export IMPL_clock_pin_slew_on_the_worst_setup_and_hold_paths_ns=0.06
export IMPL_post_route_cells_drive_above_1_share_pct=19.6
export IMPL_grt_max_degree=80
export IMPL_remaining_drc_errors=0
export IMPL_tightestPinTransition_ns=1.01
export IMPL_largestRegisters="registers: 1024 flops"
export IMPL_critPathKind="primary input to output port"
export IMPL_yosys_stat_area_um2=55100
export IMPL_die_y_um=373
export IMPL_vias=37700
export IMPL_timing_critical_path_depth=9
export IMPL_power_static_leakage_nw=22.7
export IMPL_cp_num_buf_inv=5
export IMPL_post_cts_setup_buffers=0
export IMPL_cp_top_family="buffers and inverters"
export IMPL_share_clk_of_total_power_pct=37.2
export IMPL_hp_class="primary input to flip-flop"
export IMPL_critPathRequiredTime_ns=19.36
export IMPL_maxSlewViolCount=0
export IMPL_cts_max_path_buffers=3
export IMPL_routed_wl_mm=227
export IMPL_peakVddDrop_uv=56.8
export IMPL_utilization_pct=47.9
export IMPL_drt_first_pass_iters=5
export IMPL_chip_area_um2=139000
export IMPL_coreArea_um2=136000
export IMPL_synth_dominant_cell_count="sky130_fd_sc_hd__edfxtp_1"
export IMPL_timing_hold_worst_path_depth=2
export IMPL_largest_register="registers"
export IMPL_ys_warnings=1
export IMPL_synth_main_ff_cell="sky130_fd_sc_hd__edfxtp_1"
export IMPL_synth_stat_cells=3808
export IMPL_finalClockPeriodUsage_pct=58.5
export IMPL_grt_use_total_pct=35.5
export IMPL_async_reset_ff_share_pct=0
export IMPL_grt_setup_unrepaired="no"
export IMPL_power_internal_w=0.00323
export IMPL_timing_critical_path_slowest_cell_delay_ns=0.61
export IMPL_dr_first_iter_drc_count=3043
export IMPL_standard_cell_row_count=135
export IMPL_cts_resized=0
export IMPL_netSwitchingFraction_pct=26.5
export IMPL_post_route_minimum_period_ns=14.15
export IMPL_post_syn_area_um2=55100
export IMPL_area_delta_synth_final_pct=18.2
export IMPL_pwr_share_comb_pct=14.5
export IMPL_endpoint_kind="output port"
export IMPL_number_of_flip_flops_under_the_largest_register_name=1024
export IMPL_ctsRootBufferMaster="sky130_fd_sc_hd__clkbuf_16"
export IMPL_critPathSlowestCell="sky130_fd_sc_hd__buf_4"
export IMPL_area_fraction_of_the_dominant_cell_type_after_synthesis_pct=55.8
export IMPL_clock_tree_htree_level_count=3
export IMPL_critical_path_cell_chain="buf_8 -> buf_4 -> buf_4 -> buf_4 -> mux4_2 -> a22oi_1 -> a21oi_1 -> a221o_1 -> clkdlybuf4s50_1"
export IMPL_wl_per_cell_um=37.7
export IMPL_grt_first_pass_wirelength_mm=315
export IMPL_tritoncts="done"
export IMPL_pwr_share_seq_pct=48.3
export IMPL_timing_max_cap_violations=0
export IMPL_antenna_violations_before_repair=10
export IMPL_distinct_cell_type_count_after_synthesis=55
export IMPL_p_sw_w=0.00116
export IMPL_warning_count=26
export IMPL_syn_instance_count=3808
export IMPL_num_cts_buffers=111
export IMPL_ratio_of_routed_vias_to_standard_cells=6.26
export IMPL_critPathArrivalTime_ns=9.31
export IMPL_port_buffer_count=433
export IMPL_grt_overflow_total=0
export IMPL_max_freq_mhz=70.7
export IMPL_dp_hpwl_mm=144
==> layout by cell type (no fill, tap or decap), drive strengths merged, types with 15 or more instances in the layout <==
cell type / instances
o21ai: 86
o221a: 15
and2: 997
nor2: 45
buf: 191
a221o: 15
a21oi: 50
clkdlybuf4s50: 422
mux2i: 310
clkbuf: 136
clkinv: 59
o221ai: 39
a211oi: 43
o22ai: 37
a32o: 32
nand2: 71
edfxtp: 1024
mux4: 376
a22oi: 126
conb: 32
nor2b: 19
==> cell families after synthesis <==
group | Yosys count | share of synthesized area (%)
AOI/OAI and AO/OA | 480 | 6.35
xor gates and xnor gates | 10 | 0.159
buffers and inverters | 418 | 3.51
DFF | 1024 | 55.8
muxes | 700 | 21.3
other | 1 | 0.00681
and+or+nand+nor | 1175 | 12.8
==> power by group through the flow <==
stage	Clock, W	Sequential [W]	Combinational (W)
final	0.00164	0.00212	0.000637
after global routing	0.00172	0.00213	0.000656
after CTS	0.00165	0.00212	0.000625
==> metal layers <==
metal	GRT usage, %	share of wire [%]	vias to the layer above
met5	0.839	0.085	-
met4	15.8	5.8	10
met3	27.5	18	559
met2	49.1	44	3133
met1	41.0	31	18700
li1	-	-	15400
==> path summary, 6_finish.rpt <==
path	from	slack, ns	end
max	regs_reg2_addr_in[0]	10.05	regs_reg2_data_out[19]
min	rst	4.54	registers[24][2]
==> layout make-up <==
type / instances / area [µm²]
Timing Repair Buffer: 613 / 5700
Antenna cell: 8 / 20.0
Clock buffer: 136 / 2890
Clock inverter: 71 / 502
Multi-Input combinational cell: 2397 / 23000
Fill cell: 11400 / 70900
Tap cell: 1781 / 2230
Sequential cell: 1024 / 30700
Inverter: 2 / 7.51
==> stage by stage <==
stage          hold WS, ns  worst slack [ns]  area (µm²)  power, W  std cells
6_report              4.54             10.05       65100   0.00440       6032
3_3_place_gp          5.27             10.07       61700   0.00278       5817
2_1_floorplan         5.04             12.84       55200   0.00243       3839
5_1_grt               4.52              9.87       65100   0.00451       6025
3_5_place_dp          5.27             10.07       61700   0.00278       5817
4_1_cts               4.49             10.06       65100   0.00439       6024
No activity file was given, so power comes from the tool's default toggle rates.
